==> constraint.sdc <==
current_design FIFO_DPRAM

set clk_period 5.0
set clk_io_pct 0.2

create_clock -name clk0 -period $clk_period [get_ports {clk}]

set non_clock_inputs [all_inputs -no_clocks]
set_input_delay [expr $clk_period * $clk_io_pct] -clock clk0 $non_clock_inputs
set_output_delay [expr $clk_period * $clk_io_pct] -clock clk0 [all_outputs]
==> design.v <==
`timescale 1ns / 1ps
module DualPortRAM #(
   parameter      DATA_W   = 16,
   parameter      ADDR_W   = 8,
   parameter      MEM_SIZE = 256
)(
   input  wire    clk,
   input  wire    rst,
   input  wire    i_wr_en,
   input  wire    i_rd_en,
   input  wire[ADDR_W-1:0] i_wr_addr,
   input  wire[ADDR_W-1:0] i_rd_addr,
   input  wire[DATA_W-1:0] i_data,
   output wire[DATA_W-1:0] o_data
);
(* ram_style = "auto" *) reg [DATA_W-1:0] memory [0:MEM_SIZE-1];
reg [ADDR_W-1:0] rd_addr_reg;
integer i;
assign o_data = memory[rd_addr_reg];
always @(posedge clk or negedge rst) begin
   if (!rst) begin
      for (i=0; i<MEM_SIZE; i=i+1) begin
         memory[i]      <= {DATA_W{1'b0}};
      end
   end
   else if (i_wr_en) begin
      memory[i_wr_addr] <= i_data;
   end
end
always @(posedge clk or negedge rst) begin
   if (!rst) begin
      rd_addr_reg <= {ADDR_W{1'b0}};
   end
   else if (i_rd_en) begin
      rd_addr_reg <= i_rd_addr;
   end
end
endmodule
`timescale 1ns / 1ps
module FIFO_DPRAM #(
   parameter      DATA_W      = 16,
   parameter      FIFO_DEPTH  = 256
)(
   input  wire    clk,
   input  wire    rst,
   input  wire    i_wr_en,
   input  wire    i_rd_en,
   output wire    o_empty,
   output wire    o_full,
   input  wire[DATA_W-1:0] i_data,
   output wire[DATA_W-1:0] o_data
);
localparam ADDR_W = $clog2(FIFO_DEPTH);
reg[ADDR_W-1:0] wr_ptr;
reg[ADDR_W-1:0] rd_ptr;
reg looped;
reg empty;
reg full;
wire wr_mask;
assign o_empty = empty;
assign o_full  = full;
assign wr_mask = !looped || (rd_ptr != wr_ptr) || (i_rd_en && i_wr_en);
always @(posedge clk or negedge rst) begin
   if (!rst) begin
      wr_ptr            <= {ADDR_W{1'b0}};
      rd_ptr            <= {ADDR_W{1'b0}};
   end
   else begin
      if (i_rd_en) begin
         if (looped || (rd_ptr != wr_ptr) || i_wr_en) begin
            if (rd_ptr == FIFO_DEPTH -1) begin
               rd_ptr   <= {ADDR_W{1'b0}};
            end
            else begin
               rd_ptr   <= rd_ptr +1'b1;
            end
         end
      end
      if (i_wr_en) begin
         if (!looped || (rd_ptr != wr_ptr) || i_rd_en) begin
            if (wr_ptr == FIFO_DEPTH -1) begin
               wr_ptr   <= {ADDR_W{1'b0}};
            end
            else begin
               wr_ptr   <= wr_ptr +1'b1;
            end
         end
      end
   end
end
always @(posedge clk or negedge rst) begin
   if (!rst) begin
      looped      <= 1'b0;
   end
   else begin
      if (i_wr_en && i_rd_en) begin
         looped   <= looped;
      end
      else if (i_wr_en && (wr_ptr == FIFO_DEPTH -1) &&
               (!looped || (rd_ptr != wr_ptr) || i_rd_en)) begin
         looped   <= 1'b1;
      end
      else if (i_rd_en && (rd_ptr == FIFO_DEPTH -1) &&
               (looped || (rd_ptr != wr_ptr) || i_wr_en)) begin
         looped   <= 1'b0;
      end
      else begin
         looped   <= looped;
      end
   end
end
always @(posedge clk or negedge rst) begin
   if (!rst) begin
      full     <= 1'b0;
   end
   else begin
      if (i_wr_en && (wr_ptr == rd_ptr - 1'b1)) begin
         if (i_rd_en)            full  <= 1'b0;
         else                    full  <= 1'b1;
      end
      else if (i_rd_en && (wr_ptr == rd_ptr)) begin
         if (i_wr_en && looped)  full  <= 1'b1;
         else                    full  <= 1'b0;
      end
      else if (looped && (wr_ptr == rd_ptr)) begin
         full  <= 1'b1;
      end
      else begin
         full  <= 1'b0;
      end
   end
end
always @(posedge clk or negedge rst) begin
   if (!rst) begin
      empty    <= 1'b1;
   end
   else begin
      if (i_rd_en && (rd_ptr == wr_ptr - 1'b1)) begin
         if (i_wr_en)            empty <= 1'b0;
         else                    empty <= 1'b1;
      end
      else if (i_wr_en && (wr_ptr == rd_ptr)) begin
         if (i_rd_en && !looped) empty <= 1'b1;
         else                    empty <= 1'b0;
      end
      else if (!looped && (wr_ptr == rd_ptr)) begin
         empty <= 1'b1;
      end
      else begin
         empty <= 1'b0;
      end
   end
end
DualPortRAM #(
   .DATA_W(DATA_W),
   .ADDR_W(ADDR_W),
   .MEM_SIZE(FIFO_DEPTH))
DualPortRAM (
   .clk(clk),
   .rst(rst),
   .i_wr_en(i_wr_en && wr_mask),
   .i_rd_en(i_rd_en),
   .i_wr_addr(wr_ptr),
   .i_rd_addr(rd_ptr),
   .i_data(i_data),
   .o_data(o_data)
);
endmodule
==> config.mk <==
export PLATFORM = sky130hd
export DESIGN_NAME = FIFO_DPRAM
export DESIGN_NICKNAME = FIFO_DPRAM
export VERILOG_FILES = /design/flow/design.v
export SDC_FILE = /design/flow/constraint.sdc
export NUM_CORES = 4
export LEC_CHECK = 1
export CORE_UTILIZATION = 30
==> run.sh <==
#!/bin/bash
# OpenROAD 26Q1-2900-gdf79404cd8, Yosys 0.63+post, stock flow scripts
make -C /OpenROAD-flow-scripts/flow DESIGN_CONFIG=/design/flow/config.mk WORK_HOME=/design/flow/orfs finish
==> results.toml <==
# yosys + openroad results
[logic_synthesis]
yosys-stat-area_um2 = 184500
ys_cells = 14118
ys_top_cells_by_area = "dfrtp_1, mux2_2, a22oi_1"
netlist-cell-type-count = 76
synthDominantAreaCellType = "dfrtp_1"
synth_area_per_cell_um2 = 13.07
async_reset_ff_frac = 1.000
synth-edff-count = 0
netlist_area_um2 = 184500
flop_cell = "dfrtp_1"
netlist_instances = 14118
synth_largest_type_area_fraction = 0.5591
synth.yosys.warnings = 3
synth.ff_latch_count = 4123
ys_seq_frac = 0.5593

[setup_path]
crit_path_end_kind = "output port"
timing.critical_path.cells = "buf_4 > buf_4 > and4b_4 > buf_12 > buf_4 > nand3_1 > nand4_1 > nor4_4 > nand4_1 > buf_4 > nor4_4 > nand3_4 > buf_2"
worst_r2r_startpoint = "rd_ptr[7]$_DFFE_PN0P_"
critical_path.startpoint_type = "flop"
worst_r2r_dst = "DualPortRAM.memory[23][7]$_DFFE_PN0P_"
cpMaxStageDelayCell = "nand4_1"
rrSetupSlack_ps = 920
timing_worst_setup_path_type = "flop to output port"
ff2ff_path_depth = 8
crit_required_ps = 4000
worst_path_most_repeated_cell = "buf_4"
critPathArrivalTime_ps = 5150
crit_path_max_incr_delay_ps = 790
worstPathMaxFanout = 29

[placement]
placedInstanceArea_um2 = 207300
placement.io_buffers = 37
globalplace.congestion = 1.071
hpwl_dp_um = 628300
place_inst = 22514

[finish]
design_area_um2 = 228200
max_flop_register = "DualPortRAM.memory"
finish.cell_count_without_fillers = 23604
layout-drive-gt1-share = 0.4703
largest_reg_flops = 4096
flow.area_growth_from_synthesis_pct = 23.69

[run_status]
run_status = "finished, violations left"
failed_checks = "negative setup slack"

[job]
stage_log_warnings = 97
max_cap_violations = 0

[sta]
slew_headroom = 0.05549
fmax_ghz = 0.1625
timing.final.setup_violations = 16
unrepaired_setup_endpoints_after_global_routing = "true"
report.final.hold_viol_count = 0
fin_crit_ps = 6154
tightest_slew_ps = 1412
period_used_share = 1.231
max_slew_violation_total_from_the_final_report = 0
timing.clock.skew_ps = 140.2
fin_ws_ps = -1154

[route]
viasPerCell = 5.919
drt_pass1_iterations = 6
drc_errors = 0
num_vias = 139723
post_drt_wl_per_cell_um = 38.99
wirelength_um = 920300
initial_drc_count = 12840
postRouteAntennaNets = 0

[power]
switching_share = 0.3170
seqPwrFrac = 0.401
power.internal_mw = 62.93
vdd_ir_drop_max_mv = 0.4361
clock_share_of_power = 0.368
power.switching_mw = 29.20
power_leakage_nw = 108.7
pwr_per_cell_area_nw_per_um2 = 403.8
power.share.combinational = 0.231

[grt]
grt_first_pass_wirelength_um = 1232000
grt.total_usage = 0.3042
grt_max_degree = 123
grt_remaining_overflow = 0
grt_antenna_before_repair = 85
first_global_vias = 138232

[die]
die_h_um = 786.2
core_area_um2 = 611500
die.size.x_um = 786.2
initial_utilization = 0.3017
io_pins = 38
floorplan.rows = 287
die_area_um2 = 618100

[clocking]
tritoncts.num_buffers = 432
clk_pin_slew_ps = 70
clockRootBuffer = "clkbuf_16"
clock_path_buffers = 4
clock_insertion_delay_worst_skew_ps = 1110
tritoncts = "yes"
clock_tree.htree_level_count = 5
cts.sinks = 4123

[worst_hold_path]
worst_hold_path_type = "input pin to async pin"
==> how the worst max path moves through the flow <==
stage	from	end	slack, ps	cells past startpoint
after CTS	DualPortRAM.rd_addr_reg[1]$_DFFE_PN0P_	o_data[14]	-1200	17
after global routing	DualPortRAM.rd_addr_reg[2]$_DFFE_PN0P_	o_data[14]	-1030	16
final	DualPortRAM.rd_addr_reg[7]$_DFFE_PN0P_	o_data[4]	-1150	13
==> logic make-up after synthesis <==
logic type	after synthesis	synth area share
XOR/XNOR	31	0.001472
flip-flops	4123	0.5593
buffers and inverters	1412	0.03320
AND/OR/NAND/NOR	2484	0.07373
multiplexers	4110	0.2508
adder cells (fa/ha/maj)	7	0.0004747
AND-OR/OR-AND	1951	0.08103
==> per-layer routing <==
layer | vias up | wire length, µm | global-route usage
met2 | 7795 | 376000 | 0.4095
li1 | 55377 | - | -
met1 | 74066 | 328600 | 0.3680
met4 | 80 | 74000 | 0.1912
met5 | - | 1963 | 0.01320
met3 | 2405 | 139700 | 0.1854
==> synth_stat cells (all sizes together) (36+ instances only) <==
cell type     n
a2111oi      64
a21oi        94
a222oi      122
a22o        121
a22oi       995
a32o         41
a32oi       118
and3        175
buf         519
clkbuf      879
dfrtp      4122
mux2       4107
nand2       354
nand3       954
nand4       359
nor2        262
nor3         43
nor4        152
o211ai       36
o21ai        52
o22ai       208
or4          39
==> layout by cell type, fill, tap and decap left out, types with 122 or more instances in the layout <==
cell type / Yosys / routed
a222oi_1: 122 / 122
a22oi_1: 995 / 948
and3_1: 175 / 172
buf_12: 0 / 454
buf_4: 111 / 1282
clkbuf_16: 0 / 446
dfrtp_1: 4122 / 4114
mux2_2: 4039 / 4039
nand2_1: 206 / 204
nand2_2: 147 / 149
nand3_1: 954 / 923
nand4_1: 359 / 359
nor2_1: 246 / 179
o22ai_1: 208 / 194
==> worst max-delay path, delay by kind of cell (launching register included) <==
family	cells	cell delay [ps]
flip-flops	1	420
AND/OR/NAND/NOR	7	2190
buffers and inverters	6	1330
==> area by class of cell <==
class                      instances  area (µm²)
fill                           57227      383400
sequential                      4123      103200
multi-input combinational       8583       78510
timing repair buffer            1926       21390
clock buffer                     659       12950
tap                             8092       10120
clock inverter                   130        1788
antenna                           77       192.7
inverter                          14       52.55
==> through the flow <==
stage	setup WS, ps	setup TNS (ps)	utilization	total power, mW	hold WS, ps
6_report	-1154	-13330	0.3731	92.13	435.8
3_5_place_dp	-1135	-10940	0.3390	55.48	476.4
3_3_place_gp	-1142	-11110	0.3390	55.39	470.5
4_1_cts	-1199	-15580	0.3694	90.91	417.7
2_1_floorplan	1377	0	-	43.53	455.7
5_1_grt	-1029	-13110	0.3729	93.86	452.8
==> timing repair <==
action                     4_1_cts  5_1_grt
setup endpoints to repair       16       16
gates cloned                    14        6
hold buffers                     1        0
pin swaps                      113      146
hold endpoints to repair        14        0
resized                        485      281
setup buffers                  115      107
==> power groups by stage <==
stage | combinational, mW | clock [mW] | sequential (mW)
finish | 21.3 | 33.9 | 36.9
CTS | 19.8 | 34.2 | 36.9
global route | 21.3 | 35.4 | 37.2
Power is estimated from default activity; no workload was simulated.
